**flow/config.mk**
```make
export PLATFORM = sky130hd
export DESIGN_NAME = producer
export DESIGN_NICKNAME = producer
export VERILOG_FILES = /design/flow/design.v
export SDC_FILE = /design/flow/constraint.sdc
export NUM_CORES = 4
export LEC_CHECK = 1
export CORE_AREA = 10 10 96 96
export DIE_AREA = 0 0 106 106
```
**flow/constraint.sdc**
```tcl
current_design producer

set clk_period 2.0
set clk_io_pct 0.2

create_clock -name clk0 -period $clk_period [get_ports {clk}]

set non_clock_inputs [all_inputs -no_clocks]
set_input_delay [expr $clk_period * $clk_io_pct] -clock clk0 $non_clock_inputs
set_output_delay [expr $clk_period * $clk_io_pct] -clock clk0 [all_outputs]
```
**flow/design.v**
```verilog
module producer (
    input  wire clk,
    input  wire reset,
    input  wire in_stall_1,
    output wire [8-1:0] out_address_1,
    output wire [8-1:0]      out_id_1,
    output wire                      out_valid_1,
    output wire                      flush_1,
	output wire [8-1:0]      flush_id_1,
    input  wire in_stall_2,
    output wire [8-1:0] out_address_2,
    output wire [8-1:0]      out_id_2,
    output wire                      out_valid_2,
	output wire                      flush_2,
	output wire [8-1:0]      flush_id_2
);
    reg [8-1:0] reg_address_1;
    reg [8-1:0]      reg_id_1;
    reg                      reg_valid_1;
    reg [8-1:0] reg_address_2;
    reg [8-1:0]      reg_id_2;
    reg                      reg_valid_2;
	reg                      reg_flush_1;
	reg [8-1:0]      reg_flush_id_1;
	reg                      reg_flush_2;
	reg [8-1:0]      reg_flush_id_2;
	reg [5:0]                flush_counter;  
	reg                      flush_issued;
	reg [8-1:0]      reg_id_1_old;
    assign out_address_1 = reg_address_1;
	assign out_id_1      = reg_id_1;
    assign out_valid_1   = reg_valid_1;
	assign flush_1       = reg_flush_1;
	assign flush_id_1    = reg_flush_id_1;
    assign out_address_2 = reg_address_2;
    assign out_id_2      = reg_id_2;
    assign out_valid_2   = reg_valid_2;
	assign flush_2       = reg_flush_2;
	assign flush_id_2    = reg_flush_id_2;
    always @(posedge clk or posedge reset) begin
        if (reset) begin
            reg_address_1  <= 0;
            reg_id_1       <= 0;
			reg_valid_1    <= 0;
            reg_address_2  <= 0;
            reg_id_2       <= 0;
			reg_valid_2    <= 0;
			reg_flush_1    <= 0;
			reg_flush_id_1 <= 0;
			reg_flush_2    <= 0;
			reg_flush_id_2 <= 0;
			flush_counter  <= 6'd43;
			flush_issued   <= 0;
			reg_id_1_old <= 0;
        end else begin
            if (!in_stall_1) begin
					reg_address_1 <= (reg_address_1 + 4) & ((1 << 8) - 1);
					reg_id_1      <= {4'd1, (reg_id_1_old[3:0] + 4'b1)};
					reg_id_1_old  <= {4'd1, (reg_id_1_old[3:0] + 4'b1)};
					reg_valid_1   <= 1;
            end
            if (!in_stall_2) begin
                reg_address_2 <= (reg_address_2 + 4) & ((1 << 8) - 1);
                reg_id_2      <= {4'd2, (reg_id_2[3:0] + 4'b1)};
                reg_valid_2   <= 0;
            end
			if (!(|flush_counter) && !flush_issued) begin
				reg_flush_1 <= 1;
				reg_flush_id_1 <= 8'h18;
				flush_issued <= 1;
			end else begin
				reg_flush_1 <= 0;
				reg_flush_id_1 <= 0;
			end
			flush_counter <= flush_counter - 6'd1;
        end
    end
endmodule
```
**flow/run.sh**
```bash
#!/bin/bash
# OpenROAD 26Q1-2900-gdf79404cd8, Yosys 0.63+post, stock flow scripts
make -C /OpenROAD-flow-scripts/flow DESIGN_CONFIG=/design/flow/config.mk WORK_HOME=/design/flow/orfs finish
```
==> qor.txt <==
Status = complete, no violations
CP Capture Type = output pin
Max-area cell share = 44.0%
Drt pass-1 iters = 3
Power density over cell area = 1230 mW/mm^2
Post-CTS Hold Fix Bufs = 0
Tally of OpenROAD warnings = 25
Highest clock rate = 0.609 GHz
Synth Cell Area = 0.00148 sq mm
Dominant delay contributor by cell family on the critical path = buffers and inverters
CTS tree = yes
Signal arrival time at the worst endpoint = 1.24 ns
Worst-path cell chain = clkdlybuf4s50_1
GRT Util Overall = 4.66%
Die span in y = 106 um
Leak pwr = 0.795 nW
Final hold viol count = 0
Clock transition at the registers of the reported paths = 0.06 ns
TritonCTS Sinks = 30
Final wirelength = 2620 um
Drt via density = 3.20
Power Total = 2.29 mW
Peak VDD IR = 537 uV
Top cells by count = buf_4, dfrtp_1, xnor2_1
Final-report setup violation count = 0
Max-cap violations = 0
CP Data Required Time = 1.60 ns
CP max FO = 4
Dpl hpwl = 2080 um
Seq share, synth = 51.1%
Fin area = 0.00186 sq mm
Final min period = 1.64 ns
Horiz. Die Dim = 106 um
Yosys top cell by area = dfrtp_1
Init Core Util = 20.5%
Wire per inst = 10.4 um
EDFF count, synth = 0
Critical-path top delay cell = clkdlybuf4s50_1
Most numerous cell in the Yosys netlist = buf_4
Final core occ = 25.8%
Core ar. = 0.00721 sq mm
Largest net degree at the start of global routing = 17
CTS resizes = 0
Slowest cell delay on critical path = 0.52 ns
Deepest clock path buffer count = 2
Area growth syn-to-layout = 26.1%
Clk latency of the worst-skew pair = 0.27 ns
Via count = 803
GRT Residual Overflow = 0
First-pass GRT wire length = 4400 um
Placed cell areas = 0.00177 sq mm
Cell Count, Final, Fillers Out = 251
Reg2Reg Depth = 4
WP buf/inv = 1
Clk_skew = 0.00634 ns
Syn avg cell area = 12.4 sq um
Unique cell type count in the Yosys netlist = 20
Ratio of cells with drive above 1 in the final layout = 13.2%
Antenna-violating nets left = 0
Number of top-level pins = 56
Largest cells by area = dfrtp_1, buf_4, xnor2_1
Cell Rows = 31
Cells in synth_stat.txt = 119
PortBufs = 29
Synth warnings = 1
Final Slew Violations = 0
Initial DRC count = 13
Worst Hold Class = in -> async
Post-route clock period utilization = 82.1%
Yosys chip area = 0.00148 sq mm
Final hold slack = 0.445 ns
CP Launch Type = flop
Antenna violations before repair = 0
Ant. Diodes = 0
Post-Syn Instances = 119
Synth flops = 30
Critical path class = reg -> out
Post-Place Worst Slack = 0.377 ns
Dpl cells = 243
Setup ws final = 0.358 ns
Clk root buf = clkbuf_8
Number of global-route vias before repair = 874
RSZ-0062 raised after global routing = false
CTS HTree Levels = 2
CP Depth = 1
Ys flop type = dfrtp_1
Residual DRC count = 0
Async set or reset register ratio after synthesis = 100%
TNS Setup = 0 ns
Routability Congestion = 0.763
Post-CTS Repair Setup Buffers = 0
Die area = 0.0112 sq mm
CTS buffer count = 5
## per-layer routing
layer	share of wire, %	global-route usage (%)	up-vias
li1	-	-	389
met1	40	5.86	384
met2	51	7.55	26
met3	6.2	1.77	4
met4	1.9	0.870	0
met5	0	0	-
## layout by cell type, fill, tap and decap left out, types with 4 or more instances in the layout
| cell type | synthesis | routed |
|---|---|---|
| clkdlybuf4s50_1 | 0 | 29 |
| conb_1 | 1 | 26 |
| dfrtp_1 | 26 | 26 |
| xnor2_1 | 16 | 16 |
| clkbuf_8 | 0 | 6 |
| inv_1 | 5 | 5 |
| ha_1 | 5 | 5 |
| nand4b_1 | 4 | 4 |
| mux2_2 | 4 | 4 |
| nand2b_1 | 4 | 4 |
| xor2_1 | 4 | 4 |
| nand2_1 | 4 | 4 |
| dfstp_2 | 4 | 4 |
## where the power goes
group	total [mW]	switching (mW)	internal (mW)	leakage, nW
clock	0.483	0.203	0.280	0.0455
sequential	1.07	0.250	0.820	0.346
combinational	0.734	0.173	0.562	0.404
total	2.29	0.626	1.66	0.795
## cell type report
| class | instances | area (sq um) |
|---|---|---|
| clock buffers | 8 | 90.1 |
| fillers | 767 | 5350 |
| inverters | 5 | 18.8 |
| multi-input cells | 78 | 558 |
| flip-flops and latches | 30 | 756 |
| well taps | 99 | 124 |
| repair buffers | 31 | 318 |
## cells by family after synthesis
family | count (synthesis) | share of synthesized area [%]
buffers and inverters | 36 | 17.5
AOI/OAI and AO/OA | 1 | 0.508
muxes | 4 | 3.05
adders and majority gates | 5 | 4.23
and+or+nand+nor | 22 | 11.5
DFF | 30 | 51.1
xor gates and xnor gates | 20 | 11.8
other | 1 | 0.254
## registers in the layout, indices dropped and copies added, names as in the netlist
register and cells:
reg_valid_1 1, reg_address_2 6, reg_flush_id_1 1, out_id_2 5
flush_counter 6, flush_issued 1, reg_address_1 6, reg_id_1 4
## path summary, 6_finish.rpt
path	end	slack, ns	start
max in group asynchronous	flush_counter[5]	1.01	reset
max	out_address_2[4]	0.36	reg_address_2[4]
min reg2reg	reg_flush_id_1[3]	0.45	flush_issued
min	reg_address_1[3]	0.45	reset
max reg2reg	flush_counter[4]	0.84	flush_counter[0]
min in group clk0	reg_flush_id_1[3]	0.45	flush_issued
## worst register-to-register path, delay by kind of cell (launching register included)
| family | cells | cell delay (ns) |
|---|---|---|
| buffers and inverters | 1 | 0.06 |
| AND/OR/NAND/NOR | 1 | 0.13 |
| adder cells (fa/ha/maj) | 1 | 0.22 |
| XOR/XNOR | 1 | 0.13 |
| flip-flops | 1 | 0.54 |
Power is estimated from default activity; no workload was simulated.
