### ./run.sh
#!/bin/bash
# OpenROAD 26Q1-2900-gdf79404cd8, Yosys 0.63+post, stock flow scripts
make -C /OpenROAD-flow-scripts/flow DESIGN_CONFIG=/design/flow/config.mk WORK_HOME=/design/flow/orfs finish
### ./config.mk
export PLATFORM = sky130hd
export DESIGN_NAME = pipeline
export DESIGN_NICKNAME = pipeline
export VERILOG_FILES = /design/flow/design.v
export SDC_FILE = /design/flow/constraint.sdc
export NUM_CORES = 4
export LEC_CHECK = 1
export CORE_UTILIZATION = 30
### ./constraint.sdc
current_design pipeline

set clk_period 2.2
set clk_io_pct 0.2

create_clock -name clk0 -period $clk_period [get_ports {clk}]

set non_clock_inputs [all_inputs -no_clocks]
set_input_delay [expr $clk_period * $clk_io_pct] -clock clk0 $non_clock_inputs
set_output_delay [expr $clk_period * $clk_io_pct] -clock clk0 [all_outputs]
### ./design.v
module pipeline (
    input  wire clk,
    input  wire reset,
    input  wire [8-1:0]    in_address,
    input  wire [8-1:0]         in_id,
    input  wire                         in_valid,
    input  wire                         in_flush,
    input  wire [8-1:0]         in_flush_id,
    output wire [8-1:0]    out_address,
    output wire [8-1:0]         out_id,
    output wire                         out_valid,
	output wire                         flush_out,
    input  wire                         in_stall
);
    wire [8-1:0] address  [3:0];
    wire [8-1:0]      id       [3:0];
    wire                      valid    [3:0];
    wire                      flush    [3:0];
    wire [8-1:0]      flush_id [3:0];
	reg [8-1:0]  buffer_address;
	reg [8-1:0]       buffer_id;
	reg                       buffer_valid;
    assign address[0]  = in_address;
    assign id[0]       = in_id;
    assign valid[0]    = in_valid;
    assign flush[0]    = in_flush;
    assign flush_id[0] = in_flush_id;
	assign out_address = buffer_address;
    assign out_id      = buffer_id;
    assign out_valid   = buffer_valid;
	assign flush_out   = flush[3]; 
	always_ff @ (posedge clk or posedge reset) begin
		if (reset) begin
			buffer_address <= 0;
			buffer_id <= 0;
			buffer_valid <= 0;
		end else begin
			if (!in_stall) begin
				buffer_address <= address[3];
				buffer_id <= id[3];
				buffer_valid <= valid[3];
			end
		end
	end
    genvar i;
    generate
        for (i = 0; i < 3; i = i + 1) begin : PIPELINE
            pipeline_stage stage_inst (
            .clk(clk),
            .reset(reset),
            .stage_offset((((i+1) * 3)) & ((1 << 8) - 1)),   
            .in_address(address[i]),
            .in_id(id[i]),
            .in_valid(valid[i]),
	    .in_flush(flush[i]),
	    .in_flush_id(flush_id[i]),
            .out_address(address[i+1]),
            .out_id(id[i+1]),
            .out_valid(valid[i+1]),
	    .out_flush(flush[i + 1]),
	    .out_flush_id(flush_id[i + 1]),
            .in_stall(in_stall)
            );
        end
    endgenerate
endmodule
module pipeline_stage (
    input  wire clk,
    input  wire reset,
    input  wire [8-1:0]    stage_offset,
    input  wire [8-1:0]    in_address,
    input  wire [8-1:0]         in_id,
    input  wire                         in_valid,
    input  wire                         in_flush,
    input  wire [8-1:0]         in_flush_id,
    output wire [8-1:0]    out_address, 
    output wire [8-1:0]         out_id,
    output wire                         out_valid,
    output wire                         out_flush,
    output wire [8-1:0]         out_flush_id,
    input  wire                         in_stall
);
    reg [8-1:0] reg_address;
    reg [8-1:0]      reg_id;
    reg                      reg_valid;
    reg                      reg_flush;
    reg [8-1:0]      reg_flush_id;
    assign out_address = reg_address;
    assign out_id      = reg_id;
    assign out_valid   = reg_valid;
    assign out_flush    = reg_flush;
    assign out_flush_id = reg_flush_id;
    always @(posedge clk or posedge reset) begin
        if (reset) begin
            reg_address <= 0;
            reg_id      <= 0;
            reg_valid   <= 0;
        end else begin
            if (!in_stall) begin
                if (in_valid) begin
                    reg_address <= (in_address + stage_offset) & ((1 << 8) - 1);
                    reg_id      <= in_id;
                    reg_valid   <= 1;
                end else begin
					reg_address <= 0;
                    reg_id      <= 0;
                    reg_valid <= 0;  
                end
            end
			if (in_flush && (in_flush_id == reg_id) && in_stall) begin  
				reg_address <= 0;
                reg_id      <= 0;
                reg_valid   <= 0;
			end
			reg_flush <= in_flush;  
			reg_flush_id <= in_flush_id;
        end
    end
endmodule
==> flow_summary.ini <==
; flow metrics
[routing]
dr_wl_met2_um = 2630
first_iter_violations = 76
drtPass1Iterations = 4
vias = 2178
wl_um = 6360
final_antenna_net_count = 0
drc = 0
routed_via_density = 4.71
wl_per_cell_um = 13.8
wl_met3_um = 354
n_antenna_cell = 0
wl_met1_um = 3230
highest_layer = met4

[floorplanning]
io-pin-count = 47
initial_core_util_pct = 31.3
core.rowCount = 39
fp.dieH_um = 112
dieWidth_um = 112
core_area_um2 = 11700
dieArea_um2 = 12600

[setup_path]
setup.worst_path.end_class = flop
path_max_fanout = 17
cp.required_ns = 2.42
critPathKind = primary input to flop
crit_arrival_ns = 1.98
start_kind = primary input

[synth]
netlist_instances = 254
synth_warnings = 2
syn_area_um2 = 3660
ys_types = 30
syn_area_per_cell_um2 = 14.4
ff_type = dfrtp_1
synth_seq_share_pct = 62.1
async_flop_share_pct = 78.2
yosysChipArea_um2 = 3660
yosys-stat-cells = 254
synth-edff-count = 19
synth_flops = 87

[min_path]
hold_path.class = flop to flop

[grt]
grt_pass1_wl_um = 10800
grt_max_degree = 29
grt_use_total_pct = 11.0
grt_pass1_vias = 2177
grt_overflow = 0
grt_antenna_before_repair = 0

[cts]
hold_buffers = 0
cts_setup_buffers = 0
path_clk_slew_ns = 0.06
tritoncts = yes
clk_latency_ns = 0.34
cts_buffers = 9
clock_sinks = 87
cts_resized = 0
clock-root-buffer = clkbuf_16
h-tree-depth = 3
clockBufferDepth = 2

[placement]
gp_congestion = 0.744
place_hpwl_um = 4750
place_area_um2 = 4360
port_buffers = 46
place_inst = 446

[sta]
maxSlewHeadroom_pct = 69.5
worst_pin_slew_ns = 0.458
fmax_mhz = 568
skew_ns = 0.00685
finalHoldViolCount = 0
fin_crit_sh_pct = 80.1
slew_viol_final = 0
setup_tns_ns = 0
finalSetupViolations = 0
rsz0062_at_grt = false
timing.hold.ws_ns = 0.471
period_needed_ns = 1.76

[final_layout]
fin_util_pct = 39.7
final-comb-area_um2 = 1280
fillerInstances = 1069
stdcell_count = 462
lay_top_count = dfrtp_1
syn_to_final_growth_pct = 26.6
drive_gt1_share_pct = 17.6
final_area_um2 = 4630
regArea_um2 = 2270
lay_top_cells = 68 x dfrtp_1, 46 x clkdlybuf4s50_1, 44 x a22o_1

[pwr]
powerDensity_nw_per_um2 = 787
power.share.clock_pct = 37.0
vdd_drop_max_mv = 0.305
switching_share_pct = 23.6
p_sw_mw = 0.860
pwr-share-comb_pct = 11.5
p_leak_nw = 2.07
p_seq_share_pct = 51.5
internal_power_mw = 2.78

[outcome]
status = finished, final reports clean

[job]
warning_count = 25
max_cap_viol_count = 0
## critical path: stages
cell and delay, ns:
clkdlybuf4s50_1 0.45, xor2_1 0.17, nor3_1 0.31, a41oi_2 0.19, buf_12 0.18, a22o_1 0.22
## area by class of cell
type	count	share of cell area (%)
clock buffer	10	4.95
clock inverter	6	0.811
inverter	9	0.811
multi-input combinational	147	27.7
sequential	87	49.1
tap	143	3.87
timing repair buffer	60	12.8
## kinds of logic (layout without fill, tap and decap cells)
group                    after synthesis  count (layout)  share of synthesized area, %
AND-OR/OR-AND                         62              62                          15.1
XOR/XNOR                              40              40                          9.58
adder cells (fa/ha/maj)                3               3                          1.03
buffers and inverters                 20              85                          2.77
flip-flops                            87              87                          62.1
multiplexers                          17              17                          5.24
AND/OR/NAND/NOR                       25              25                          4.14
## cells in the mapped netlist, types with 3 or more instances
master	number	area share, %
nor2_1	4	0.41
clkbuf_1	3	0.31
dfrtp_1	68	47
xor2_1	25	6.0
nor2b_1	3	0.51
nor3_1	4	0.55
edfxtp_1	19	16
mux2_2	17	5.2
buf_6	3	0.92
inv_1	9	0.92
xnor2_1	15	3.6
nand2_1	8	0.82
a21o_1	5	1.0
buf_2	3	0.41
a22o_1	44	11
ha_1	3	1.0
## worst paths after layout
kind,slack (ns),end,from,cells past startpoint
hold reg to reg,0.47,PIPELINE[2].stage_inst.reg_flush,PIPELINE[1].stage_inst.reg_flush,0
min in group asynchronous,0.56,PIPELINE[1].stage_inst.reg_id[3],reset,3
max in group asynchronous,1.09,PIPELINE[2].stage_inst.reg_address[3],reset,4
setup reg to reg,0.56,PIPELINE[1].stage_inst.reg_address[4],PIPELINE[1].stage_inst.reg_id[4],5
hold / removal,0.47,PIPELINE[2].stage_inst.reg_flush,PIPELINE[1].stage_inst.reg_flush,0
setup / recovery,0.44,PIPELINE[0].stage_inst.reg_address[5],in_flush_id[7],6
## power groups by stage
| stage | Combinational [mW] | Clock, mW | Sequential [mW] |
|---|---|---|---|
| CTS | 0.426 | 1.38 | 1.88 |
| global route | 0.464 | 1.46 | 1.89 |
| finish | 0.417 | 1.35 | 1.88 |
## routing by layer
metal  track usage, %  vias to the layer above
li1                 -                     1064
met1             18.0                     1046
met2             15.6                       58
met3             2.64                       10
met4             2.04                        0
met5                0                        -
## flip-flops by register name, indices dropped and copies added, names as in the netlist
| signal | flops |
|---|---|
| PIPELINE.stage_inst.reg_address | 24 |
| PIPELINE.stage_inst.reg_id | 24 |
| PIPELINE.stage_inst.reg_flush_id | 16 |
| buffer_address | 8 |
| buffer_id | 8 |
| PIPELINE.stage_inst.reg_flush | 3 |
| PIPELINE.stage_inst.reg_valid | 3 |
| buffer_valid | 1 |
## per-stage QoR
stage	worst slack, ns	power, mW
after floorplan	0.0178	2.13
after CTS	0.404	3.69
final	0.439	3.64
after detailed placement	0.0783	2.33
after global routing	0.369	3.82
after global placement	0.122	2.32
Power figures rest on the tool's default switching activity, not on a simulated workload.
