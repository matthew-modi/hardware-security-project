===== config.mk =====
export PLATFORM = sky130hd
export DESIGN_NAME = pipeline_unit
export DESIGN_NICKNAME = pipeline_unit
export VERILOG_FILES = /design/flow/design.v
export SDC_FILE = /design/flow/constraint.sdc
export NUM_CORES = 4
export LEC_CHECK = 1
export CORE_UTILIZATION = 50

===== constraint.sdc =====
current_design pipeline_unit

set clk_period 3.7
set clk_io_pct 0.2

create_clock -name clk0 -period $clk_period [get_ports {clk}]

set non_clock_inputs [all_inputs -no_clocks]
set_input_delay [expr $clk_period * $clk_io_pct] -clock clk0 $non_clock_inputs
set_output_delay [expr $clk_period * $clk_io_pct] -clock clk0 [all_outputs]

===== design.v =====
module pipeline_unit (
    input  wire         clk,
    input  wire         reset,
    input  wire [31:0]  inputs,
    input  wire         in_valid,
    input  wire         flush,
	input  wire         stall,
    output wire [31:0]  outputs, 
    output wire         out_valid
);
logic [31:0] d1, d2, d3, d4, d5;
logic stall1, stall2, stall3, stall14, stall5;
logic [31:0] overflow1, overflow2, overflow3, overflow4, overflow5;
logic overflow_full1, overflow_full2, overflow_full3, overflow_full4, overflow_full5;
logic [31:0] q1, q2, q3, q4;
always_comb begin  
d1 = inputs | (32'b1);
end
always_ff @ (posedge clk) begin
	if (reset) begin
		q1 <= 32'b0;
		stall1 <= 1'b0;
	end else begin
		q1 <= d1;
	end
end
always_comb begin  
d2 = inputs | (32'b1 << 1);
end
always_ff @ (posedge clk) begin
	if (reset) begin
		q2 <= 32'b0;
		stall2 <= 1'b0;
	end else begin
		q2 <= d2;
	end
end
always_comb begin  
d3 = inputs | (32'd1 << 2);
end
always_ff @ (posedge clk) begin
	if (reset) begin
		q3 <= 32'b0;
		stall3 <= 1'b0;
	end else begin
		q3 <= d3;
	end
end
always_comb begin  
d4 = inputs | (32'd1  << 3);
end
always_ff @ (posedge clk) begin
	if (reset) begin
		q4 <= 32'b0;
		stall4 <= 1'b0;
	end else begin
		if (!stall5) begin
			if (overflow_full4) begin
				q4 <= overflow4;
				overflow4 <= 32'b0;
				overflow_full4 <= 1'b0;
			end else begin
				q4 <= d5;
			end
		end else begin
			overflow4 <= d4;
			overflow_full4 <= 1'b1;
		end
		stall4 <= stall5;
	end
end
always_comb begin  
d5 = inputs | (32'd1 << 4);
end
always_ff @ (posedge clk) begin
	if (reset) begin
		outputs <= 32'b0;
		out_valid <= 1'b0;
		stall5 <= 1'b0;
		overflow5 <= 32'b0;
		overflow_full5 <= 1'b0;
	end else begin
		if (!stall) begin
			if (overflow_full5) begin
				outputs <= overflow5;  
				out_valid <= 1'b1;
				overflow5 <= 32'b0;
				overflow_full5 <= 1'b0;
			end else begin
				outputs <= d5;
				out_valid <= 1'b1;
			end
		end else begin  
			overflow5 <= d5;
			overflow_full5 <= 1'b1;
		end
		stall5 <= stall;
	end
end
endmodule

===== run.sh =====
#!/bin/bash
# OpenROAD 26Q1-2900-gdf79404cd8, Yosys 0.63+post, stock flow scripts
make -C /OpenROAD-flow-scripts/flow DESIGN_CONFIG=/design/flow/config.mk WORK_HOME=/design/flow/orfs finish

==> results.cfg <==
; generated from flow reports
[clock_tree]
clk_latency_ps = 330
cts_buffer_depth = 2
cts_root_buffer = clkbuf_8
cts_hold_buffers = 0
cts_resized = 0
clk_pin_slew_worst_paths_ps = 70
cts_inserted_buffers = 9
clock-sinks = 66
htreeDepth = 3
post_cts_buffers = 0
cts_tree = yes

[power]
ir_drop_v = 0.000226
powerDensity_nw_per_um2 = 410
leakagePower_nw = 1.34

[floorplanning]
fp_util_pct = 52.4
io_pins = 70
die_area_sq_um = 6110
die_h_microns = 78.2
rows = 27
core_area_sq_um = 5540
fp.dieW_microns = 78.2

[synth]
yosysCellCount = 288
topCellsByArea = dfxtp_1 (46%), mux2i_1 (11%), or3b_1 (9.4%), a211oi_2 (8.6%), nor2b_1 (6.7%)
yosysTopAreaCellShare_pct = 45.5
yosysSeqAreaShare_pct = 45.5
synth_flops = 66
syn_area_sq_um = 2900
synth_cell_types = 18
syn_inst = 288
yosys_warnings = 10
avgSynthCellArea_sq_um = 10.1
post-synth-top-area-cell = dfxtp_1
ys_area_sq_um = 2900

[place]
gp_congestion = 0.757
dpl_cell_area_sq_um = 3520
io_buffers = 66
dp_hpwl_microns = 3310
numPlacedInstances = 404

[final_timing]
finalSetupViolCount = 0
fmax_ghz = 0.530
period_minus_slack_ps = 1890
finalSetupTns_ps = 0
hold_viol = 0
slew_viol_final = 0
worst_slew_pin_slew_ps = 824
period_used_pct = 51.0
skew_ps = 6.53
rsz0062_at_grt = no
relSlewSlack_pct = 45.0

[routing]
first_pass_iters = 4
drt_iter0_markers = 70
antenna_cells = 0
drc = 0
vias = 2178
wl_per_cell_microns = 13.0
final_antenna_net_count = 0
wl_microns = 5450
vias_per_cell = 5.20

[worst_setup_path]
critPathBufInv = 1
crit_chain = clkdlybuf4s50_1
cp.required_ps = 2960
crit_fanout = 2
crit_arrival_ps = 1150
start_kind = flop
path_class = reg2out
path_delay_family = buffers and inverters
cpMaxStageDelayCell = clkdlybuf4s50_1
end_kind = output pin
critPathMaxStageDelay_ps = 470

[final_layout]
layout_top_cell = dfxtp_1
lay_top_cells = dfxtp_1 (65), clkdlybuf4s50_1 (64), a21oi_1 (33)
drive_gt1_share_pct = 12.4
stdcell_area_sq_um = 3690
area.growth.synth_to_final_pct = 27.3
fin_cells = 419

[global_route]
grt_pass1_vias = 2023
grt_antenna_before_repair = 0
grt_max_degree = 36
grt_overflow = 0
grt_pass1_wl_microns = 9090
grtUsageTotal_pct = 18.8

[job]
drv_cap = 0
tool_warnings = 29

[hold_path]
hp-class = reg2reg

[status]
status = finished, final reports clean
## report_power, final
part	leakage (nW)	internal, mW	switching, mW	total (mW)
Sequential	0.547	0.756	0.0260	0.782
Clock	0.0920	0.273	0.245	0.518
Combinational	0.700	0.129	0.0857	0.215
## area by class of cell
class | count | area [sq um]
multi-input cells | 192 | 1410
well taps | 72 | 90.1
clock inverters | 3 | 15.0
fillers | 452 | 1850
clock buffers | 12 | 155
inverters | 3 | 11.3
flip-flops and latches | 66 | 1320
repair buffers | 71 | 688
## sequential cells by signal, indices dropped and copies added, names as in the netlist
| name | count |
|---|---|
| out_valid | 1 |
| outputs | 32 |
| overflow5 | 32 |
| overflow_full5 | 1 |
## synthesized netlist by cell type, drive strengths merged
| master | count |
|---|---|
| a221oi | 1 |
| a21oi | 33 |
| nor2 | 2 |
| clkbuf | 9 |
| nand2b | 1 |
| buf | 18 |
| dfxtp | 66 |
| nor2b | 31 |
| mux2i | 31 |
| nand2 | 31 |
| or3b | 31 |
| inv | 3 |
| a211oi | 31 |
## per-layer routing
layer  wire, microns  part of all wire [%]  GRT usage (%)  up-vias
li1                -                     -              -     1131
met1            2670                    49           27.4      996
met2            2450                    45           30.4       42
met3             246                   4.5           3.78        9
met4              82                   1.5           3.52        0
met5               0                     0              0        -
## per-stage QoR
stage / total power [mW] / hold slack, ps / worst slack, ps / utilization (%)
after floorplan: 0.912 / 415 / 2270 / -
after global placement: 1.01 / 439 / 1670 / 63.6
after detailed placement: 1.01 / 445 / 1620 / 63.6
after CTS: 1.54 / 458 / 1790 / 66.7
after global routing: 1.59 / 494 / 1750 / 66.7
final: 1.51 / 458 / 1810 / 66.7
## cells by family after synthesis
logic type	count (synthesis)	synth area share [%]
AND/OR/NAND/NOR	96	20.5
flip-flops	66	45.5
AND-OR/OR-AND	65	17.5
multiplexers	31	10.7
buffers and inverters	30	5.78
## worst reg2reg max path, cell delays in order (launching register included)
cell	delay (ps)
dfxtp_2	790
buf_4	500
mux2i_1	290
a211oi_2	90
## path summary, 6_finish.rpt
check	start	to	slack (ps)	depth (start not counted)
max	outputs[28]	outputs[28]	1810	1
min	out_valid	out_valid	460	2
min reg2reg	out_valid	out_valid	460	2
max reg2reg	overflow_full5	outputs[16]	1880	3
Power and IR drop assume default switching activity.
